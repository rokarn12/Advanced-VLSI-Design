==> flow/design.v <==
`timescale 1ns/100ps
module virtual_mem (input logic clk, reset,
						input logic instr_valid, instr_write,
						input logic [31:0] instr_address,
						input logic [31:0] instr_wdata_in,
						output logic [31:0] data_out,
						output logic system_ready
);
	logic CPU_valid, CPU_write, MMU_CPU_ready;
	logic [31:0] CPU_address, mem_CPU_data, CPU_mem_data;
	logic mem_mmu_ready, restart_instr, update_pt;
	CPU PROCESSOR (.clk(clk), .reset(reset), .valid_instr(CPU_valid), .CPU_write(CPU_write), .address(CPU_address),
						.MMU_ready(MMU_CPU_ready), .mem_ready(mem_mmu_ready), .mem_return_data(mem_CPU_data), .write_data_out(CPU_mem_data),
						.TOP_instr_valid(instr_valid), .instr_write(instr_write), .instr_address(instr_address),
						.instr_wdata_in(instr_wdata_in), .proc_done(system_ready), .proc_return_data(data_out)
	);
	logic [4-1:0] valid_PPN, invalid_PPN;
	logic mmu_mem_valid, mmu_mem_write, page_fault;
	logic [4-1:0] mmu_mem_ppn;
	logic [2-1:0] mmu_mem_offset;
	logic tlb_ready, tlb_miss, translation_request, new_entry_request;
	logic [4-1:0] translated_PPN;
	logic [6-1:0] tlb_mmu_VPN;
	logic [4-1:0] mmu_tlb_PPN;
	MMU MM_UNIT (.clk(clk), .reset(reset), .valid_instr(CPU_valid), .CPU_write(CPU_write), .address(CPU_address),
					 .MMU_ready(MMU_CPU_ready), .mem_ready(mem_mmu_ready), .restart_instr(restart_instr), .update_page_table(update_pt),
					 .valid_PPN(valid_PPN), .invalid_PPN(invalid_PPN), .MMU_valid(mmu_mem_valid), .MMU_write(mmu_mem_write),
					 .PPN_out(mmu_mem_ppn), .offset_out(mmu_mem_offset), .page_fault(page_fault), .tlb_ready(tlb_ready),
					 .tlb_miss(tlb_miss), .translated_PPN(translated_PPN), .translation_request(translation_request),
					 .VPN_out(tlb_mmu_VPN), .new_entry_request(new_entry_request), .tlb_PPN_out(mmu_tlb_PPN)
	);
	logic invalidate_trigger;
	tlb TLB (.clk(clk), .reset(reset), .translation_request(translation_request), .VPN_in(tlb_mmu_VPN), .new_entry_request(new_entry_request),
				.PPN_in(mmu_tlb_PPN), .tlb_ready(tlb_ready), .tlb_miss(tlb_miss), .translated_PPN(translated_PPN),
				.invalidate_trigger(invalidate_trigger), .invalid_PPN(invalid_PPN)
	);
	main_mem MEMORY (.clk(clk), .reset(reset), .MMU_valid(mmu_mem_valid), .MMU_write(mmu_mem_write), .CPU_wdata_in(CPU_mem_data),
						  .PPN_in(mmu_mem_ppn), .offset_in(mmu_mem_offset), .page_fault(page_fault), .mem_ready(mem_mmu_ready),
						  .restart_instr(restart_instr), .update_page_table(update_pt), .data_out(mem_CPU_data), .valid_PPN(valid_PPN),
						  .invalid_PPN(invalid_PPN), .invalidate_trigger(invalidate_trigger)
	);
endmodule
module CPU(
	input logic clk, reset,
	output logic valid_instr, CPU_write,
	output logic [31:0] address,
	input logic MMU_ready,
	input logic mem_ready,
	input logic [31:0] mem_return_data,
	output logic [31:0] write_data_out,
	input logic TOP_instr_valid,
	input logic instr_write,
	input logic [31:0] instr_address,
	input logic [31:0] instr_wdata_in,
	output logic proc_done,
	output logic [31:0] proc_return_data
);
	logic operation_in_progress;  
	always @(posedge clk) begin
		if (reset) begin
			valid_instr <= 1'b0;
			proc_done <= 1'b0;
			operation_in_progress <= 1'b0;
		end
		else if (TOP_instr_valid) begin
			if (MMU_ready) begin  
				valid_instr <= 1'b1;
				CPU_write <= instr_write;
				address <= instr_address;
				write_data_out <= instr_wdata_in;
				operation_in_progress <= 1'b1;
			end
		end 
		else if (MMU_ready && operation_in_progress) begin
			if (mem_ready) begin
				operation_in_progress <= 1'b0;
				proc_done <= 1'b1;
				proc_return_data <= mem_return_data;
			end
		end
		else begin
			valid_instr <= 1'b0;
			proc_done <= 1'b0;
		end
	end  
endmodule
==> flow/run.sh <==
#!/bin/bash
# OpenROAD 26Q1-2900-gdf79404cd8, Yosys 0.63+post, stock flow scripts
make -C /OpenROAD-flow-scripts/flow DESIGN_CONFIG=/design/flow/config.mk WORK_HOME=/design/flow/orfs finish
==> flow/config.mk <==
export PLATFORM = sky130hd
export DESIGN_NAME = CPU
export DESIGN_NICKNAME = CPU
export VERILOG_FILES = /design/flow/design.v
export SDC_FILE = /design/flow/constraint.sdc
export NUM_CORES = 4
export LEC_CHECK = 1
export CORE_UTILIZATION = 50
==> flow/constraint.sdc <==
current_design CPU

set clk_period 5.0
set clk_io_pct 0.2

create_clock -name clk0 -period $clk_period [get_ports {clk}]

set non_clock_inputs [all_inputs -no_clocks]
set_input_delay [expr $clk_period * $clk_io_pct] -clock clk0 $non_clock_inputs
set_output_delay [expr $clk_period * $clk_io_pct] -clock clk0 [all_outputs]
==> job_summary.md <==
## Implementation flow summary

| Metric | Value |
|---|---|
| Most frequent cell after synthesis | `edfxtp_1` |
| Ys flops | `100` |
| Ys Warns | `1` |
| Area leader share | `0.9549` |
| Post-synth seq share | `0.9746` |
| FFs w/ async S/R, synth | `0` |
| Area leader, netlist | `edfxtp_1` |
| Chip area in the Yosys report | `0.003050 sq mm` |
| First Err | `[ERROR DPL-0036] Detailed placement failed.` |
| Rows | `28` |
| Post-synth top cells | `97 x edfxtp_1, 3 x dfxtp_1, 2 x a21oi_1, 2 x nand2_1` |
| I/O Pins | `201` |
| Fail Step | `detailed placement (3_5_place_dp)` |
| Initial Util | `0.5183` |
| Yosys Instances | `113` |
| Die width | `80.11 um` |
| Main area contributors | `edfxtp_1 95%, dfxtp_1 2.0%, a211oi_2 0.41%` |
| Number of enable flip-flop cells | `roughly 97` |
| Commonest flop | `edfxtp_1` |
| Synth unique cells | `13` |
| Chip height | `around 80 um` |
| Mapped Cells | `113` |
| Post-Syn Area | `0.003050 sq mm` |
| Run status | `stopped before the end` |
| GPL Wtd Cong | `0.8638` |
| Port buffer count | `200` |
| Synthesized area per cell | `roughly 27 sq um` |
[cells by family after synthesis]
| kind of cell | Yosys count | share of synthesized area |
|---|---|---|
| AOI/OAI and AO/OA | 6 | 0.01517 |
| buffers and inverters | 1 | 0.001229 |
| and+or+nand+nor | 6 | 0.009022 |
| DFF | 100 | 0.9746 |
[metrics by stage]
stage	hold slack, ns	area (sq um)	setup WS [ns]	instances	total power (uW)
2_1_floorplan	0.4203	3050	0.7197	113	979.5
3_3_place_gp	0.4653	5174	2.206	390	1110
Power is estimated from default activity; no workload was simulated.
